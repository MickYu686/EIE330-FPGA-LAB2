===== /design/flow/constraint.sdc =====
current_design latch_1

set clk_period 1.6
set clk_io_pct 0.2

create_clock -name clk0 -period $clk_period

set non_clock_inputs [all_inputs -no_clocks]
set_input_delay [expr $clk_period * $clk_io_pct] -clock clk0 $non_clock_inputs
set_output_delay [expr $clk_period * $clk_io_pct] -clock clk0 [all_outputs]

===== /design/flow/run.sh =====
#!/bin/bash
# OpenROAD 26Q1-2900-gdf79404cd8, Yosys 0.63+post, stock flow scripts
make -C /OpenROAD-flow-scripts/flow DESIGN_CONFIG=/design/flow/config.mk WORK_HOME=/design/flow/orfs finish

===== /design/flow/config.mk =====
export PLATFORM = sky130hd
export DESIGN_NAME = latch_1
export DESIGN_NICKNAME = latch_1
export VERILOG_FILES = /design/flow/design.v
export SDC_FILE = /design/flow/constraint.sdc
export NUM_CORES = 4
export LEC_CHECK = 1
export CORE_AREA = 10 10 70 70
export DIE_AREA = 0 0 80 80

===== /design/flow/design.v =====
module latch_1
(
input wire in1,
input wire in2,
input wire in3,
output reg [7:0] out
);
always @(*)
if({in1, in2, in3} == 3'b000)
out = 8'b0000_0001;
else if({in1, in2, in3} == 3'b001)
out = 8'b0000_0010;
else if({in1, in2, in3} == 3'b010)
out = 8'b0000_0100;
else if({in1, in2, in3} == 3'b011)
out = 8'b0000_1000;
else if({in1, in2, in3} == 3'b100)
out = 8'b0001_0000;
else if({in1, in2, in3} == 3'b101)
out = 8'b0010_0000;
else if({in1, in2, in3} == 3'b110)
out = 8'b0100_0000;
else if({in1, in2, in3} == 3'b111)
out = 8'b1000_0000;
endmodule

==> out/results.md <==
| Step | Parameter | Reported |
|:---|:---|:---|
| setup path | Crit. End Element | output pin |
| placement | Post-placement setup slack | -0.6942 ns |
| floorplanning | Total number of placement rows | 21 |
| clock network | Post-CTS setup buffers | 0 |
| pwr | Total power density per cell area | 121.8 nW/um2 |
| floorplanning | Die Y-Extent | 80 um |
| placement | Placer's final routability congestion estimate | 0.6944 |
| synth | Post-Syn Area per Cell | 11.11 um2 |
| route | Detailed-router iteration count before antenna repair | 2 |
| route | WL/cell | 6.185 um |
| final timing | Number of setup violations in the final report | 0 |
| setup path | Number of buffer and inverter instances along the worst setup path | 2 |
| status | Run status | completed |
| placement | Cell area after placement | 382.9 um2 |
| global routing | Global-route wire length before repair | 862 um |
| final timing | Number of register pins that no clock reaches | 8 |
| synth | Ys flops | 8 |
| floorplanning | Area enclosed by the die boundary | 6400 um2 |
| route | Top layer used by detailed routing | met3 |
| route | Average vias per placed instance | 1.914 |
| route | Routed metal-1 wire length | 265 um |
| route | Post-DRT Antenna Nets | 0 |
| pwr | Net Sw Power | 0.01488 mW |
| run | Number of warning messages in the logs | 32 |
| setup path | Cell type of the slowest stage on the worst timing path | sky130_fd_sc_hd__dlxtn_1 |
| floorplanning | Initial Utilization | 5.531% |
| setup path | Crit path launch type | input pin |
| placement | Number of port buffers | 11 |
| route | Diodes inserted | 0 |
| pwr | Static power due to leakage | 0.2072 nW |
| synth | Largest cells by area | sky130_fd_sc_hd__dlxtn_1 (64%), sky130_fd_sc_hd__and3b_2 (16%), sky130_fd_sc_hd__nor3b_1 (12%), sky130_fd_sc_hd__and3_2 (4.0%), sky130_fd_sc_hd__nor3_1 (2.6%) |
| synth | Yosys warnings | 1 |
| pwr | Max rail drop VDD | 0.09495 mV |
| cells and area | Final cell utilization of the core | 12.20% |
| cells and area | Area delta synth->final | 120.5% |
| cells and area | Largest register FFs | 8 |
| setup path | Maximum fanout count along the critical path | 8 |
| setup path | Number of cells on the critical path | 4 |
| synth | Top area contributor share | 63.58% |
| final timing | Ratio of final minimum period to clock period | 92.81% |
| final timing | Count of endpoints without a timing constraint | 8 |
| setup path | Class of the most critical setup path | in -> out |
| setup path | Crit-path max cell delay | 0.32 ns |
| floorplanning | Number of top-level pins | 11 |
| clock network | Post-cts gate resize count | 37 |
| pwr | Relative contribution of sequential cells to total power | 26.4% |
| setup path | Capture point of the worst path | out[5] |
| final timing | Timing-limited maximum frequency | 673.4 MHz |
| setup path | Critical path startpoint | in2 |
| final timing | Fin Setup TNS | 0 ns |
| setup path | Arrival @ worst endpoint | 1.17 ns |
| final timing | Final count of pins violating max slew | 0 |
| clock network | Number of hold-repair buffers added at the cts stage | 0 |
| pwr | Part of the total power dissipated in the clock network | 0% |
| route | Metal3 WL | 124 um |
| synth | Mapped Area | 188.9 um2 |
| route | Met2 wire length | 112 um |
| synth | Cell type with the highest aggregate area in the netlist | sky130_fd_sc_hd__dlxtn_1 |
| final timing | Setup ws final | 0.1150 ns |
| global routing | Congestion Overflow GR | 0 |
| global routing | Number of global-route vias before repair | 186 |
| global routing | Initial antenna violation count | 0 |
| synth | Number of unique standard cell types used by synthesis | 6 |
| synth | Gate count of the mapped netlist | 17 |
| final timing | Final hold vios | 0 |
| setup path | Cell-by-cell listing of the critical path | buf_8 > and3b_2 > dlxtn_1 > dlygate4sd2_1 |
| floorplanning | Core area | 3416 um2 |
| route | Via count | 155 |
| cells and area | Fill cells | 403 |
| synth | Number of cells in the yosys synthesis report | 17 |
| run | Max cap viols | 0 |
| setup path | Dominant delay contributor by cell family on the critical path | latches |
| route | Violation count after the first detailed-route iteration | 2 |
| synth | Total cell area reported by yosys after synthesis | 188.9 um2 |
| floorplanning | Die extent in x | 80 um |
| route | Final Routed Wirelength | 501 um |
| cells and area | Area of all placed cells without fillers | 416.7 um2 |
| pwr | Combinational Power Share | 73.6% |
| route | Number of remaining DRC errors | 0 |
| pwr | Fraction of power spent switching nets | 29.33% |
| global routing | Overall fraction of global-route tracks in use | 1.574% |
| setup path | Required arrival time at the worst endpoint | 1.28 ns |
| final timing | RSZ-0062 raised after global routing | no |
| final timing | Shortest clock period the worst path allows after layout | 1.485 ns |
| global routing | Pin count of the biggest net entering global routing | 9 |
| pwr | Total internal power | 0.03587 mW |
| cells and area | Share of post-route cells with drive strength above 1 | 31.43% |
cell families (layout without fill, tap and decap cells):
logic type / count (synthesis) / after routing / share of synthesized area (%)
latches: 8 / 8 / 63.57
buffers and inverters: 0 / 11 / 0
AND/OR/NAND/NOR: 8 / 8 / 34.44
other: 1 / 8 / 1.985
cell usage after synthesis:
library cell / count
sky130_fd_sc_hd__nor3b_1: 3
sky130_fd_sc_hd__and3_2: 1
sky130_fd_sc_hd__nor3_1: 1
sky130_fd_sc_hd__conb_1: 1
sky130_fd_sc_hd__and3b_2: 3
sky130_fd_sc_hd__dlxtn_1: 8
layer usage:
metal,up-vias,GRT usage [%]
li1,86,-
met5,-,0
met3,0,1.364
met2,11,1.685
met1,58,2.326
met4,0,0
per-stage QoR:
stage | std cells | power (mW)
2_1_floorplan | 24 | 0.02101
3_3_place_gp | 81 | 0.04277
3_5_place_dp | 81 | 0.04406
4_1_cts | 81 | 0.05113
5_1_grt | 81 | 0.05622
6_report | 81 | 0.05075
power by group through the flow:
stage | sequential, mW | clock (mW) | combinational [mW]
final | 0.0134 | 0 | 0.0373
after global routing | 0.0138 | 0 | 0.0424
after CTS | 0.0134 | 0 | 0.0377
cell usage in the layout (no fill, tap or decap):
cell / netlist / layout
sky130_fd_sc_hd__dlxtn_1: 8 / 8
sky130_fd_sc_hd__conb_1: 1 / 8
sky130_fd_sc_hd__dlygate4sd2_1: 0 / 8
sky130_fd_sc_hd__and3b_2: 3 / 3
sky130_fd_sc_hd__nor3b_2: 0 / 3
sky130_fd_sc_hd__buf_8: 0 / 2
sky130_fd_sc_hd__nor3_2: 0 / 1
sky130_fd_sc_hd__and3_4: 0 / 1
sky130_fd_sc_hd__buf_12: 0 / 1
final cells by class:
| cell class | instances | area, um2 | share of cell area, % |
|---|---|---|---|
| sequential | 8 | 120.1 | 28.83 |
| timing repair buffer | 11 | 120.1 | 28.83 |
| multi-input combinational | 16 | 118.9 | 28.53 |
| tap | 46 | 57.56 | 13.81 |
Power figures rest on the tool's default switching activity, not on a simulated workload.
