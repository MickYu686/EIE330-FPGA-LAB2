==> design/flow/design.v <==
module counter (
    input wire sys_clk,     
    input wire sys_rst_n,   
    output reg led_out      
);
reg [25:0] cnt;
parameter ON_TIME = 25000000;   
parameter OFF_TIME = 25000000;  
always @(posedge sys_clk or negedge sys_rst_n) begin
    if (!sys_rst_n) begin
        cnt <= 26'd0;        
        led_out <= 1'b1;     
    end else if (cnt < ON_TIME + OFF_TIME - 1) begin
        cnt <= cnt + 1;      
    end else begin
        cnt <= 26'd0;        
        led_out <= ~led_out;  
    end
end
endmodule
==> design/flow/run.sh <==
#!/bin/bash
# OpenROAD 26Q1-2900-gdf79404cd8, Yosys 0.63+post, stock flow scripts
make -C /OpenROAD-flow-scripts/flow DESIGN_CONFIG=/design/flow/config.mk WORK_HOME=/design/flow/orfs finish
==> design/flow/config.mk <==
export PLATFORM = sky130hd
export DESIGN_NAME = counter
export DESIGN_NICKNAME = counter
export VERILOG_FILES = /design/flow/design.v
export SDC_FILE = /design/flow/constraint.sdc
export NUM_CORES = 4
export LEC_CHECK = 1
export CORE_UTILIZATION = 30
==> design/flow/constraint.sdc <==
current_design counter

set clk_period 6.2
set clk_io_pct 0.2

create_clock -name clk0 -period $clk_period [get_ports {sys_clk}]

set non_clock_inputs [all_inputs -no_clocks]
set_input_delay [expr $clk_period * $clk_io_pct] -clock clk0 $non_clock_inputs
set_output_delay [expr $clk_period * $clk_io_pct] -clock clk0 [all_outputs]
==> results.txt <==
This note records the results obtained with Yosys and OpenROAD.

Final layout
The final-layout fill cell count is 417. The most frequent logic cell in the layout is nor2_1. The area growth from synthesis to final layout is 9.44%.

The layout cell share with drive strength beyond 1 is 0.0949. In the layout the commonest cells are nor2_1, dfrtp_1, xor2_1, nand3_1, xnor2_1. The number of standard cells in the layout, taps in and fillers out is around 190.

Synth
After synthesis the netlist holds a flip-flop and latch count of 27. The synthesis report lists the Yosys warning total as 1. In the Yosys report the total cell count is 132. The post-synthesis cell count is roughly 130. The synthesized chip area reported by yosys is 0.00135 mm^2. The post-synthesis instance area is approximately 0.0014 mm^2.

The proportion of synthesized chip area in sequential cells is 0.500. The count of unique library cells instantiated by Yosys is 27. Averaged over all synthesized cells, the footprint is 10.2 um^2.

STA
The maximum operating frequency is 401 MHz. The final max-slew violation count is 0. Between clock sinks in the finished design, the worst skew comes to between 0.0015 and 0.002 ns. The worst-case max-slew headroom was logged as 0.684. The post-route clock period utilization is 0.402. The final total negative setup slack is 0 ns.

Looking at the max-slew report, the worst-margin pin has a slew of roughly 0.47 ns. Setup repair after global routing left no endpoint under its margin. The final timing report lists a hold violation count of 0. The end-of-flow timing check tallies setup violations at 0. The time the final worst path needs with I/O delays and setup is 2.49 ns.

Clock tree
TritonCTS built the clock tree. The post-cts repair resize count is 0. After clock tree synthesis, the setup repair step added 0 buffers. The register clock-pin slew on the reported worst setup and hold paths is about 0.080 ns. The root buffer cell chosen for the clock tree is clkbuf_8. CTS built an H-tree with a depth of 1. The post-CTS hold buffer count recorded in the log is 0. Clock latency on the worst-skew pair, taken at its later pin, is 0.26 ns.

The clock passes through at most 2 buffers. Clock tree synthesis inserted a total of 3 buffers. The number of clock sinks seen by CTS is 27.

Global routing
The met3 track demand over resource is 0.0341. The met1 demand-to-capacity share in global routing is 0.171. The residual overflow from global routing is 0. The via count of the first global-routing pass came to 889. The largest net degree at the start of global routing is 28. The routing layer with the top usage in global route is met1. The initial antenna violation count was 0. For this run, global-route usage on met2 was measured as 0.150. For this run, the total global-route usage over all layers was measured as 0.106.

The first global-routing pass estimated 4.08 mm of wire.

Critical path
Data on the critical path is required at its endpoint by 4.96 ns. Among all stages on the critical path, the maximum delay recorded is 0.54 ns. Along the worst path, the maximum fanout reaches 2. The kind of cell adding the most delay to the critical path is flip-flops. The worst setup path is launched from a flop. For the worst setup path, the data arrival time is 1.25 ns. The worst setup path is of the flop to output port kind.

Listed in order, past its start point the critical path passes clkdlybuf4s50_1. The endpoint kind of the worst setup timing path is an output port. Along the critical path, the tally of buffer and inverter instances is 1. The cell with the biggest individual delay on the critical path is dfstp_2.

Drt
For this block, the via count after detailed routing is 911. The number of detailed-route iterations in the first pass is 6. The violation tally recorded at the end of detailed-routing iteration 0 is 17. The DRC violation total left in the routed layout is recorded as 0. The count of nets left with antenna violations once routing finished came out at 0.

The number of antenna cells inserted is 0. The via count normalized by instance count is 4.82. In the final routed layout, each cell accounts on average for approximately 12 um. The total detailed-routing wirelength is 2.17 mm.

Power and ir drop
The worst voltage drop across the vdd grid is about 0.14 mV. The power density relative to cell area is 187 mW/mm^2. The script extracted a total leakage power of roughly 0.00068 uW.

Floorplan
The starting density of the core is 0.311. The width of the chip is 69.1 um. The chip occupies roughly 0.0048 mm^2.

The row count is 24. The total area inside the core boundary comes to 0.00435 mm^2. The I/O pin count is 3.

The die is 69.1 um tall.

Flow run
The stage logs contain a warning count of 25. The total of max-cap violations is 0.

Placed design
Per the placement report, the placed cell count is 185. The quantity of I/O buffers inserted on ports is 2. The HPWL after detailed placement is about 1.5 mm. The congestion estimate from routability-driven global placement came to just over 0.8.

Outcome
The flow ran to the end, and the final reports show no timing, DRC or antenna violations.

Min path
The classification of the worst-slack hold path is flop to flop.
[state kept, by name (all words and copies together) (netlist names)]
register,count
led_out,1
cnt,26
[per-stage QoR]
step,instance area (um^2),worst slack (ns),utilization,hold slack (ns),power [uW]
6_report,1480,3.71,0.340,0.478,276
5_1_grt,1480,3.64,0.340,0.512,290
4_1_cts,1480,3.69,0.340,0.487,283
3_5_place_dp,1440,3.99,0.330,0.476,184
3_3_place_gp,1440,3.99,0.330,0.459,184
2_1_floorplan,1350,4.46,-,0.435,179
[synth_stat cells]
| master | count | share of area |
|---|---|---|
| xnor2_1 | 8 | 0.052 |
| and4_1 | 3 | 0.019 |
| nand2_1 | 7 | 0.019 |
| inv_1 | 2 | 0.0056 |
| and3_1 | 6 | 0.028 |
| buf_2 | 1 | 0.0037 |
| clkbuf_2 | 1 | 0.0037 |
| nor4_4 | 2 | 0.031 |
| xor2_1 | 16 | 0.10 |
| nand2_4 | 1 | 0.0083 |
| a31oi_1 | 1 | 0.0046 |
| nand3_1 | 9 | 0.033 |
| nor4bb_1 | 1 | 0.0074 |
| nor2_1 | 29 | 0.080 |
| and2_1 | 1 | 0.0046 |
| o211ai_1 | 1 | 0.0056 |
| a21oi_1 | 1 | 0.0037 |
| dfstp_2 | 1 | 0.019 |
| buf_4 | 1 | 0.0056 |
| nand4_1 | 6 | 0.028 |
| nand4_4 | 1 | 0.016 |
| ha_1 | 1 | 0.0092 |
| o21ai_2 | 1 | 0.0065 |
| dfrtp_1 | 26 | 0.48 |
| nor3_1 | 2 | 0.0074 |
| nor2_2 | 2 | 0.0092 |
| o21ai_1 | 1 | 0.0037 |
[per-layer routing]
| metal | wire length, um | part of all wire |
|---|---|---|
| met1 | 1100 | 0.51 |
| met2 | 957 | 0.44 |
| met3 | 96 | 0.044 |
| met4 | 16 | 0.0074 |
| met5 | 0 | 0 |
[final timing paths]
path                                start  endpoint  slack (ns)  depth (start not counted)
worst max-delay path              led_out   led_out        3.71                          1
max in group asynchronous       sys_rst_n   led_out        4.56                          2
min in group asynchronous       sys_rst_n   cnt[22]        1.35                          2
worst min register to register    cnt[25]   cnt[24]        0.48                          1
worst min-delay path              cnt[25]   cnt[24]        0.48                          1
worst max register to register     cnt[0]   led_out        4.20                          7
[report_power, final]
| group | switching, uW | leakage, uW | internal [uW] |
|---|---|---|---|
| clock | 50.0 | 0.0000228 | 45.9 |
| combinational | 3.32 | 0.000297 | 0.965 |
| sequential | 0 | 0.000364 | 176 |
| total | 53.4 | 0.000684 | 223 |
[cell type report]
| class | instances | area, um^2 | share of cell area |
|---|---|---|---|
| well taps | 52 | 65.1 | 0.0440 |
| inverters | 2 | 7.51 | 0.00507 |
| clock buffers | 4 | 45.0 | 0.0304 |
| multi-input cells | 100 | 651 | 0.440 |
| flip-flops and latches | 27 | 677 | 0.457 |
| repair buffers | 4 | 35.0 | 0.0237 |
[logic make-up after synthesis]
kind of cell               share of synthesized area
and+or+nand+nor                                0.292
DFF                                            0.500
xor gates and xnor gates                       0.155
AOI/OAI and AO/OA                             0.0241
buffers and inverters                         0.0185
adders and majority gates                    0.00925
Power and IR drop assume default switching activity.
