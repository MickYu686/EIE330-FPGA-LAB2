==> design/flow/design.v <==
module led
#(
    parameter CNT_MAX = 25'd24_999_999
)
(
    input wire          sys_clk     ,
	 input wire          sys_rst_n   ,
	 output wire    [3:0]   led_out
);
reg    [24:0]  cnt     ;
reg            cnt_flag;
always@(posedge sys_clk or negedge sys_rst_n)
    if(sys_rst_n == 1'b0)
	     cnt <= 25'd0;
    else  if(cnt == CNT_MAX)
	     cnt <= 25'd0;
	 else
	     cnt <= cnt + 25'd1;
always@(posedge sys_clk or negedge sys_rst_n)
    if(sys_rst_n == 1'b0)
	     cnt_flag    <=  1'b0;
	 else    if(cnt == (CNT_MAX - 25'd1))
	     cnt_flag    <= 1'b1;
	 else
	     cnt_flag    <= 1'b0;
always@(posedge sys_clk or negedge sys_rst_n)
    if(sys_rst_n == 1'b0)
	     led_out <= 4'b1110;
	 else    if((led_out == 4'b0111) && (cnt_flag == 1'b1))
	     led_out <= 4'b1110;
	 else    if(cnt_flag == 1'b1)
	     led_out <= led_out << 1;
	 else
		  led_out <= led_out;
endmodule
==> design/flow/run.sh <==
#!/bin/bash
# OpenROAD 26Q1-2900-gdf79404cd8, Yosys 0.63+post, stock flow scripts
make -C /OpenROAD-flow-scripts/flow DESIGN_CONFIG=/design/flow/config.mk WORK_HOME=/design/flow/orfs finish
==> design/flow/config.mk <==
export PLATFORM = sky130hd
export DESIGN_NAME = led
export DESIGN_NICKNAME = led
export VERILOG_FILES = /design/flow/design.v
export SDC_FILE = /design/flow/constraint.sdc
export NUM_CORES = 4
export LEC_CHECK = 1
export CORE_AREA = 10 10 107 107
export DIE_AREA = 0 0 117 117
==> design/flow/constraint.sdc <==
current_design led

set clk_period 5.9
set clk_io_pct 0.2

create_clock -name clk0 -period $clk_period [get_ports {sys_clk}]

set non_clock_inputs [all_inputs -no_clocks]
set_input_delay [expr $clk_period * $clk_io_pct] -clock clk0 $non_clock_inputs
set_output_delay [expr $clk_period * $clk_io_pct] -clock clk0 [all_outputs]
==> ci_impl_report.md <==
## Synthesis and layout report

| Metric | Value |
|---|---|
| Placed instance area | 1593 µm² |
| CP max stage cell | sky130_fd_sc_hd__dfstp_2 |
| Post-Place Setup Slack | 3.704 ns |
| Leakage power figure | around 0.68 nW |
| Number of top-level design ports | 6 |
| Max-cap viol count | 0 |
| Yosys reg bits | 29 |
| Post CTS Setup Buffer Count | 0 |
| Detailed-router iteration count before antenna repair | 2 |
| CTS max path bufs | 2 |
| Synthesized area divided by synthesized cell count | ~10 µm² |
| Sum of negative setup slack | 0 ns |
| Area growth from synthesis to final layout | 18.67% |
| Largest net degree at the start of global routing | 30 |
| Antenna violations before repair | 0 |
| Arrival @ worst endpoint | 1.29 ns |
| PostCTS Resize Cnt | 0 |
| CP Max Fanout | 3 |
| Share of synthesized area occupied by flip-flops and latches | 51.10% |
| Fmax | between 0.4 and 0.5 GHz |
| Slowest stage delay, CP | 0.54 ns |
| CTS tree | built |
| Critical path class | reg2out |
| Relative max-transition margin | 61.21% |
| Average detailed-routed wire length per instance | 10.21 µm |
| Tcrit/Tclk final | 41.91% |
| Global-route usage over all layers | approximately 4.4% |
| Core region area | 9196 µm² |
| Final setup skew | 0.003053 ns |
| Final tally of max-slew violations | 0 |
| Chip area estimate from yosys synthesis | 1428 µm² |
| Total cells reported by yosys after synthesis | 136 |
| Initial DRC Count | 97 |
| Buffers & Inverters on Critical Path | 1 |
| Setup repair after global routing missed its margin | false |
| Clock transition at the registers of the reported paths | 0.06 ns |
| Number of rows in the core area | 35 |
| Type of origin of the critical path | register |
| CTS H-tree lvls | 2 |
| Post-synth cell types | 37 |
| Status | finished, final reports clean |
| Cell Area, Synth | 1428 µm² |
| Final worst setup slack | 3.427 ns |
| Number of buffers inserted for hold repair after clock tree synthesis | 0 |
| Quantity of I/O buffers inserted on ports | 4 |
| Path class of the lowest-slack min-delay path | reg2reg |
| Clock Root Buffer | sky130_fd_sc_hd__clkbuf_8 |
| Die Y-Extent | approximately 120 µm |
| Diode insertion count for antenna repair | 0 |
| Final instance area | 1694 µm² |
| Setup violations, final | 0 |
| Overall via count from detail_route | 1004 |
| Placer Congestion | 0.7885 |
| Worst-Margin Slew | 0.5765 ns |
| Final number of hold-violating endpoints | 0 |
| Worst-case hold slack | 0.4319 ns |
| Mapped Cells | 136 |
| Detailed-route DRC error count | 0 |
| First-pass GRT wire length | a little under 5 mm |
| Tally of yosys warning messages | 5 |
| Cts bufs inserted | 5 |
| Routed wire length | around 2.6 mm |
| Insertion Delay late pin | about 0.28 ns |
| Total die size | 13690 µm² |
| CP Capture Type | primary output |
| Residual overflow from global routing | 0 |
| Largest delay share family, worst path | flip-flops |
| Period minus WS final | 2.473 ns |
| Required time at the worst-slack endpoint | 4.72 ns |
| Residual antenna-violating net count after detailed routing | 0 |
| HPWL reported at the end of detailed placement | 1.791 mm |
| Number of sinks on the clock net | 29 |
| Max rail drop VDD | 0.00006076 V |
| Fill cell instance count of the final layout | around 1.0k |
| PD cells | between 200 and 250 nW/µm² |
| Die width | 117 µm |
| Detailed-route vias per instance | 3.922 |
| OpenROAD warning count | 26 |
| Initial Util | 15.52% |
| Cells traversed along the worst timing path | clkdlybuf4s50_1 |
| Share of layout cells above drive strength 1 | 15.17% |
| Vias in the first global route | 1030 |
## through the flow
stage	total power [mW]	instances	utilization, %
final	0.3829	256	18.42
after global routing	0.3990	256	18.42
after CTS	0.3890	256	18.42
after detailed placement	0.2078	248	17.32
after global placement	0.2078	248	17.32
after floorplan	0.2031	136	-
## logic make-up (layout without fill, tap and decap cells)
logic type               Yosys count  in the layout  share of synthesized area (%)
flip-flops                        29             29                          51.10
XOR/XNOR                          17             17                          10.43
AND-OR/OR-AND                     12             12                          5.609
buffers and inverters              7             16                          2.541
adder cells (fa/ha/maj)            2              2                          1.753
AND/OR/NAND/NOR                   66             66                          26.73
other                              1              1                         0.2627
multiplexers                       2              2                          1.577
## layout by cell type, fill, tap and decap left out, types with 2 or more instances in the layout
cell / count
sky130_fd_sc_hd__a21oi_1: 3
sky130_fd_sc_hd__mux2_2: 2
sky130_fd_sc_hd__nor3_1: 4
sky130_fd_sc_hd__clkdlybuf4s50_1: 4
sky130_fd_sc_hd__nand3_1: 10
sky130_fd_sc_hd__nor4_1: 4
sky130_fd_sc_hd__and3_1: 3
sky130_fd_sc_hd__nand4_1: 8
sky130_fd_sc_hd__or4_1: 3
sky130_fd_sc_hd__dfrtp_1: 26
sky130_fd_sc_hd__buf_4: 2
sky130_fd_sc_hd__dfstp_2: 3
sky130_fd_sc_hd__xnor2_1: 10
sky130_fd_sc_hd__nor2_1: 14
sky130_fd_sc_hd__inv_1: 2
sky130_fd_sc_hd__o21ai_0: 4
sky130_fd_sc_hd__clkbuf_8: 7
sky130_fd_sc_hd__nand2_1: 6
sky130_fd_sc_hd__xor2_1: 7
sky130_fd_sc_hd__or3_1: 4
sky130_fd_sc_hd__ha_1: 2
## sequential cells by signal, summed over array words and instances (netlist names)
register,cells
led_out,3
cnt,25
cnt_flag,1
## metal layers
| layer | GRT usage (%) | routed length (µm) | vias to the layer above | share of wire [%] |
|---|---|---|---|---|
| met1 | 6.001 | 1299 | 492 | 50 |
| li1 | - | - | 499 | - |
| met4 | 0.7414 | 59 | 0 | 2.3 |
| met2 | 6.599 | 1140 | 8 | 44 |
| met5 | 0 | 0 | - | 0 |
| met3 | 1.548 | 115 | 5 | 4.4 |
## final cells by class
class                           instances  area [µm²]  area share, %
Clock buffer                            7       96.34          5.687
Clock inverter                          1       5.005         0.2954
Inverter                                2       7.507         0.4431
Multi-Input combinational cell        100       661.9          39.07
Sequential cell                        29       729.5          43.06
Tap cell                              111       138.9          8.198
Timing Repair Buffer                    6       55.05          3.250
## cell usage after synthesis, drive strengths merged
cell type	n	share of area, %
a21oi	4	1.7
dfstp	3	5.5
nor4	4	1.8
o31a	1	0.61
clkbuf	1	0.26
nor2	14	3.7
nand4	9	5.0
o21ba	2	1.4
xor2	7	4.3
and2	1	0.44
ha	2	1.8
conb	1	0.26
inv	2	0.53
and3	3	1.3
dfrtp	26	46
nand2	6	1.6
mux2	2	1.6
xnor2	10	6.1
or2	1	0.44
buf	4	1.8
or4	4	2.4
nand2b	1	0.44
nand3	11	4.2
o21a	1	0.53
o21ai	4	1.4
and4	1	0.61
nor3	5	2.1
or3	4	1.8
and3b	1	0.61
nor2b	1	0.44
## final timing paths
kind | endpoint | start | cells after the start | slack, ns
min | led_out[1] | cnt_flag | 1 | 0.43
max | led_out[1] | led_out[1] | 1 | 3.43
max reg2reg | cnt[24] | cnt[0] | 5 | 3.93
min reg2reg | led_out[1] | cnt_flag | 1 | 0.43
max in group asynchronous | led_out[1] | sys_rst_n | 2 | 4.30
min in group asynchronous | cnt[23] | sys_rst_n | 2 | 1.30
## report_power, final
| group | internal (mW) | switching, mW | total, mW |
|---|---|---|---|
| logic | 0.00102 | 0.00384 | 0.00485 |
| clock network | 0.105 | 0.0739 | 0.179 |
| registers | 0.199 | 0 | 0.199 |
Power figures rest on the tool's default switching activity, not on a simulated workload.
